### config.mk
export PLATFORM = sky130hd
export DESIGN_NAME = TicketMachine
export DESIGN_NICKNAME = TicketMachine
export VERILOG_FILES = /design/flow/design.v
export SDC_FILE = /design/flow/constraint.sdc
export NUM_CORES = 4
export LEC_CHECK = 1
export CORE_AREA = 10 10 71 71
export DIE_AREA = 0 0 81 81
### constraint.sdc
current_design TicketMachine

set clk_period 1.0
set clk_io_pct 0.2

create_clock -name clk0 -period $clk_period [get_ports {Clock}]

set non_clock_inputs [all_inputs -no_clocks]
set_input_delay [expr $clk_period * $clk_io_pct] -clock clk0 $non_clock_inputs
set_output_delay [expr $clk_period * $clk_io_pct] -clock clk0 [all_outputs]
### design.v
module TicketMachine(Clock, Clear, Ten, Twenty, Ready, Dispense, Return, Bill);
input Clock, Clear, Ten, Twenty;
output Ready, Dispense, Return, Bill;
reg Ready, Dispense, Return, Bill;
parameter ON  = 1'b1;
parameter OFF = 1'b0;
parameter  
	RDY    = 6'b000001,
	DISP   = 6'b000010,
	RTN    = 6'b000100,
	BILL10 = 6'b001000,
	BILL20 = 6'b010000,
	BILL30 = 6'b100000;
reg [5:0] State, NextState;
always @(posedge Clock)
begin 
 if (Clear)
 	State <= RDY;
 else
	State <= NextState;
end
always @(State)
begin
case (State)
	RDY:	begin
		Ready    = ON;
		Bill     = OFF;
		Dispense = OFF;
		Return   = OFF;
		end
	DISP:	begin
		Ready    = OFF;
		Bill     = OFF;
		Dispense = ON;
		Return   = OFF;
		end
	RTN:	begin
		Ready    = OFF;
		Bill     = OFF;
		Dispense = OFF;
		Return   = ON;
		end
	BILL10:	begin
		Ready    = OFF;
		Bill     = ON;
		Dispense = OFF;
		Return   = OFF;
		end
	BILL20:	begin
		Ready    = OFF;
		Bill     = ON;
		Dispense = OFF;
		Return   = OFF;
		end
	BILL30:	begin
		Ready    = OFF;
		Bill     = ON;
		Dispense = OFF;
		Return   = OFF;
		end
endcase
end
always @(State or Ten or Twenty)
begin
case (State)
	RDY:	begin
		if (Ten)
			NextState = BILL10;
		else if (Twenty)
			NextState = BILL20;
		else
			NextState = RDY;
		end
	BILL10:	begin
		if (Ten)
			NextState = BILL20;
		else if (Twenty)
			NextState = BILL30;
		else
			NextState = BILL10;
		end
	BILL20:	begin
		if (Ten)
			NextState = BILL30;
		else if (Twenty)
			NextState = DISP;
		else
			NextState = BILL20;
		end
	BILL30:	begin
		if (Ten)
			NextState = DISP;
		else if (Twenty)
			NextState = RTN;
		else
			NextState = BILL30;
		end
	DISP:	begin
			NextState = RDY;
		end
	RTN:	begin
			NextState = RDY;
		end
endcase
end
endmodule
### run.sh
#!/bin/bash
# OpenROAD 26Q1-2900-gdf79404cd8, Yosys 0.63+post, stock flow scripts
make -C /OpenROAD-flow-scripts/flow DESIGN_CONFIG=/design/flow/config.mk WORK_HOME=/design/flow/orfs finish
==> CHANGELOG.md <==
## Flow update

- Outcome: complete, no violations
- Count of flip-flops with a built-in enable after synthesis: 0
- Min-Delay Path Depth: 2
- Area leader, netlist: dlxtn_1
- Internal: 595 µW
- Netlist area before placement: 608 µm²
- Min-delay worst type: primary input to register
- Share of power burned in the clock network: 0.466
- Type of element capturing the critical path: register
- Static Leak: 0.000299 µW
- Core Rows: 22
- CP Launch Type: primary input
- Pre-placement core utilization: 0.167
- Place WS: -39.1 ps
- Diodes inserted: 0
- Number of buffer and inverter instances along the worst setup path: 1
- DRC violations left: 0
- Die Span Y: 81 µm
- Biggest fanout along the worst timing path: 2
- Fin area: 757 µm²
- Share of Yosys cell area claimed by the top area cell type: 0.247
- All-Layer GR Usage: 0.0341
- Clock-pin transition on the worst setup and hold timing paths: 30 ps
- Vias in the first global route: 458
- Core ar.: 0.00363 mm²
- Cell variety after synth: 29
- Worst hold slack: 603 ps
- Share of total power consumed by net switching: 0.207
- Antenna violations before repair: 0
- Final critical path time including I/O delays and setup: 821 ps
- P per Cell Area: 991 mW/mm²
- Area reported by Yosys stat: 608 µm²
- Post-cts resize count: 0
- CTS root buf: clkbuf_8
- IO Pins: 8
- Worst-Margin Slew: 433 ps
- TritonCTS Buffers: 3
- Cell Area, Placed: 716 µm²
- Category of cells accounting for the largest share of critical-path delay: buffers and inverters
- Initial DRC Count: 10
- Wire length of the first global-routing pass: 1.86 mm
- Start point of the worst min-delay path: Clear
- Share of the cycle needed by the critical path after routing: 0.821
- Crit Path Class: primary input to register
- Die area: 0.00656 mm²
- Net switching power: 155 µW
- Critical path, cell by cell: clkdlybuf4s50_1 -> or2_2
- Most common flop cell mapped by yosys: dlxtn_1
- Ratio of routed vias to standard cells: 3.83
- Post-synthesis cell count from yosys: 67
- Detailed-routing iteration count for the pre-antenna-repair pass: 4
- Post-layout worst setup margin: 179 ps
- Logic pwr share: 0.132
- Fraction of layout cells with a size suffix above 1: 0.151
- Endpoint arrival time on the critical path: 920 ps
- DRT antenna net count: 0
- CTS tree: done
- Total tool warning count: 25
- H-tree levels: 1
- FF+latch count, synth: 16
- Fraction of power consumed by sequential logic: 0.402
- Maximum clock path buffer count: 2
- Post-DP HPWL: 941 µm
- Vias: 463
- Peak ir drop on the vdd network: 0.164 mV
- Post-CTS Hold Fix Bufs: 0
- Synthesized area per cell: 9.08 µm²
- Worst min-delay path endpoint: State[0]
- Fmax: 1220 MHz
- Setup repair after global routing missed its margin: no
- Cells after synthesis: 67
- Quantity of I/O buffers inserted on ports: 7
- Die W: 81 µm
- Total chip power: 751 µW
- CP max stage delay: 430 ps
- Final hold violations: 0
- Drt total wl: 1.12 mm
- Placer congestion estimate: 0.759
- Largest cells by area after synthesis: dlxtn_1 (25%), dfxtp_1 (20%), nor2b_1 (5.1%)
- Total overflow reported by the global router: 0
- Max-cap violation count: 0
- Data required time of the critical path: 1100 ps
- Number of slew-limit violations in the final report: 0
- Largest net degree at the start of global routing: 10
- Area delta synth->final: 24.5%
- Critical-path top delay cell: clkdlybuf4s50_1
- Async set-or-reset flop fraction in the synthesized netlist: 0
- Endpoints left unconstrained: 14
- Endpoints failing setup: 0
- Register pins left without a clock: 10
- Relative max-transition margin: 0.709
- Routed wirelength normalized by instance count: 9.22 µm
- Layout fillers: 409
- Setup fix buffers added after clock tree synthesis: 0
- Number of synthesis warnings: 1
## registers in the layout, summed over array words and instances, names as in the netlist
name and count:
NextState 6, State 6, Bill 1, Dispense 1, Ready 1, Return 1
## cells in the mapped netlist (2+ instances only)
master / n
nor2b_1: 5
nand2b_1: 2
nor2_1: 6
a22o_1: 2
and3_1: 2
a21oi_1: 2
nand2_1: 3
xor2_1: 3
o21ai_1: 5
buf_2: 3
dlxtn_1: 10
o21ai_0: 2
dfxtp_1: 6
## power by group through the flow
stage         Combinational [µW]  Sequential, µW  Clock (µW)
CTS                          101             302         362
global route                 110             305         382
finish                      99.4             302         349
## layer usage
| layer | track usage | part of all wire | vias up |
|---|---|---|---|
| met2 | 0.0613 | 0.55 | 6 |
| met3 | 0.00891 | 0.036 | 2 |
| met5 | 0 | 0 | - |
| met1 | 0.0371 | 0.40 | 213 |
| li1 | - | - | 242 |
| met4 | 0.0138 | 0.014 | 0 |
## layout make-up
cell class                      instances  area [µm²]  share of cell area
Clock buffer                            3        41.3              0.0545
Inverter                                1        3.75             0.00496
Multi-Input combinational cell         45         304               0.402
Sequential cell                        16         270               0.357
Tap cell                               48        60.1              0.0793
Timing Repair Buffer                    8        77.6               0.102
## logic make-up (layout without fill, tap and decap cells)
group,after synthesis,in the layout,share of synthesized area
compound gates,15,15,0.169
xor+xnor,3,3,0.0432
buf+inv,6,12,0.0555
flops,6,6,0.198
latches,10,10,0.247
mux,1,1,0.0165
simple gates,26,26,0.272
## layout by cell type, fill, tap and decap left out, drive strengths merged, types with 3 or more instances in the layout
cell type and instances:
o21ai 7, nand2 3, clkbuf 3, clkdlybuf4s50 7, dlxtn 10, nor2b 5, nor2 7, dfxtp 6
a21oi 3, xor2 3
## metrics by stage
| step | utilization | setup TNS, ps | instances |
|---|---|---|---|
| after global placement | 0.197 | -18.3 | 118 |
| after CTS | 0.208 | 0 | 121 |
| after global routing | 0.208 | 0 | 121 |
| after floorplan | - | 0 | 67 |
| after detailed placement | 0.197 | -39.1 | 118 |
| final | 0.208 | 0 | 121 |
## how the worst max path moves through the flow
stage              end  slack (ps)  start  cells past startpoint
CTS           State[0]         180  Clear                      2
global route  State[0]         160  Clear                      2
finish        State[0]         180  Clear                      2
Power is estimated from default activity; no workload was simulated.
