==> ./design.v <==
module LandingGearController(Clock, Clear, 
                             GearIsDown, GearIsUp, PlaneOnGround, TimeUp, Lever,
                             RedLED, GrnLED, Valve, Pump, Timer);
input Clock, Clear, GearIsDown, GearIsUp, PlaneOnGround, TimeUp, Lever;
output RedLED, GrnLED, Valve, Pump, Timer;
reg RedLED, GrnLED, Valve, Pump, Timer;
parameter YES = 1'b1;
parameter ON = 1'b1;
parameter DOWN = 1'b1;
parameter RESET = 1'b1;
parameter NO = 1'b0;
parameter OFF = 1'b0;
parameter UP = 1'b0;
parameter COUNT = 1'b0;
parameter
  TAXI   = 7'b0000001,
  TUP    = 7'b0000010,
  TDN    = 7'b0000100,
  GOUP   = 7'b0001000,
  GODN   = 7'b0010000,
  FLYUP  = 7'b0100000,
  FLYDN  = 7'b1000000;
reg [6:0] State, NextState;
always @(posedge Clock)
begin
if (Clear)
  State <= TAXI;
else
  State <= NextState;
end
always @(State)
begin
case (State)
  TAXI: begin
    RedLED = OFF;
    GrnLED = ON;
    Valve  = DOWN;
    Pump   = OFF;
    Timer  = RESET;
    end
  TUP: begin
    RedLED = OFF;
    GrnLED = ON;
    Valve  = UP;
    Pump   = OFF;
    Timer  = COUNT;
    end
  TDN: begin
    RedLED = OFF;
    GrnLED = ON;
    Valve  = DOWN;
    Pump   = OFF;
    Timer  = COUNT;
    end
  GOUP: begin
    RedLED = ON;
    GrnLED = OFF;
    Valve  = UP;
    Pump   = ON;
    Timer  = COUNT;
    end
  GODN: begin
    RedLED = ON;
    GrnLED = OFF;
    Valve  = DOWN;
    Pump   = ON;
    Timer  = COUNT;
    end
  FLYUP: begin
    RedLED = OFF;
    GrnLED = OFF;
    Valve  = UP;
    Pump   = OFF;
    Timer  = COUNT;
    end
  FLYDN: begin
    RedLED = OFF;
    GrnLED = ON;
    Valve  = DOWN;
    Pump   = OFF;
    Timer  = COUNT;
    end
endcase
end
always @(State or GearIsDown or GearIsUp or PlaneOnGround or TimeUp or Lever)
begin
case (State)
  TAXI: begin
    if (PlaneOnGround == NO && Lever == UP)
      NextState = TUP;
    else if (PlaneOnGround == NO && Lever == DOWN)
      NextState = TDN;
    else
      NextState = TAXI;
    end
  TUP: begin
    if (PlaneOnGround)
      NextState = TAXI;
    else if (GearIsDown == NO) 
      NextState = GOUP;
    else if (TimeUp == YES)
      NextState = FLYDN;
    else if (TimeUp == NO && Lever == DOWN)
      NextState = TDN;
    else 
      NextState = TUP;
    end
  TDN: begin
    if (PlaneOnGround)
      NextState = TAXI;
    else if (GearIsDown == NO) 
      NextState = GOUP;
    else if (TimeUp == YES)
      NextState = FLYDN;
    else if (TimeUp == NO && Lever == UP)
      NextState = TUP;
    else 
      NextState = TDN;
    end
  GOUP: begin
    if (GearIsUp == YES)
      NextState = FLYUP;
    else 
      NextState = GOUP;
    end
  GODN: begin
    if (PlaneOnGround == YES && GearIsDown == YES)
      NextState = TAXI;
    else if (GearIsDown == YES)
      NextState = FLYDN;
    else 
      NextState = GODN;
    end
  FLYUP: begin
    if (Lever == DOWN)
      NextState = GODN;
    else
      NextState = FLYUP;
    end
  FLYDN: begin
    if (PlaneOnGround == YES) 
      NextState = TAXI;
    else if (Lever == UP)
      NextState = GOUP;
    else
      NextState = FLYDN;
    end
endcase
end
endmodule
==> ./run.sh <==
#!/bin/bash
# OpenROAD 26Q1-2900-gdf79404cd8, Yosys 0.63+post, stock flow scripts
make -C /OpenROAD-flow-scripts/flow DESIGN_CONFIG=/design/flow/config.mk WORK_HOME=/design/flow/orfs finish
==> ./config.mk <==
export PLATFORM = sky130hd
export DESIGN_NAME = LandingGearController
export DESIGN_NICKNAME = LandingGearController
export VERILOG_FILES = /design/flow/design.v
export SDC_FILE = /design/flow/constraint.sdc
export NUM_CORES = 4
export LEC_CHECK = 1
export CORE_AREA = 10 10 87 87
export DIE_AREA = 0 0 97 97
==> ./constraint.sdc <==
current_design LandingGearController

set clk_period 1.0
set clk_io_pct 0.2

create_clock -name clk0 -period $clk_period [get_ports {Clock}]

set non_clock_inputs [all_inputs -no_clocks]
set_input_delay [expr $clk_period * $clk_io_pct] -clock clk0 $non_clock_inputs
set_output_delay [expr $clk_period * $clk_io_pct] -clock clk0 [all_outputs]
==> CHANGELOG.md <==
## Implementation

* Yosys aoi share at 0.2033
* Final Hold Vio Count at 0
* Die W at about 97 µm
* Distinct lib cells at 38
* Core area at 0.005642 mm²
* Main area contributors: dlxtn_1 (20%), dfxtp_1 (17%), nor2b_1 (6.8%)
* CTS H-tree depth at 1
* Syn Std Cell Area at approximately 830 µm²
* Via density at 4.191
* Final setup viols at 0
* Multiplexer area fraction after synthesis at 0
* Largest net degree at the start of global routing at 18
* Yosys cell count at between 100 and 150
* DRC at 0
* Count of yosys warnings during synthesis at 1
* Max Cap Viol at 0
* Hold Path Cell Cnt at 2
* Post-CTS sizing at 0
* Final setup margin at 0.1979 ns
* Vias in the first global route at 749
* Max VDD drop at 0.0003220 V
* CP Class: input pin to register
* Yosys top cell by area: dlxtn_1
* Worst setup EP type: register
* Xor-xnor portion of the synthesized cell area at 0.03163
* Delay-heaviest family, CP: buffers and inverters
* Fin crit share at 0.8021
* CTS tree: done
* Share of cells above drive strength 1 at 0.07207
* Yosys adder share at 0
* Placer congestion estimate at about 0.85
* Placed instance count at 179
* F_max at 1.247 GHz
* Simple share at 0.3343
* Area grow syn2layout at 24.55%
* DR vias at 767
* Init Core Util at 0.1473
* Crit-path max FO at 2
* Number of I/O pins at 12
* Headroom to the max-slew limit at 0.5827
* Bufs on Longest Clock Path at 2
* Unrepaired setup endpoints after global routing: no
* Root buffer selected by CTS: clkbuf_8
* Hpwl dp at ~1600 µm
* Chip area at approximately 0.0094 mm²
* Worst Hold Class: input pin to register
* Startpoint types: input pin
* GRT overflow at 0
* DRT Pass-1 Iters at 4
* Post-synthesis chip area from yosys at 830.8 µm²
* Post-DRT Antenna Nets at 0
* Finished Core Util at 0.1834
* Post-layout min period at between 0.8 and 0.9 ns
* Dpl cell area at 989.7 µm²
* Hold Path End: State[0]
* FILL cells at 622
* DRT iter0 DRCs at 92
* Top-area cell share at 0.1988
* Slowest-stage cell, CP: clkdlybuf4s50_1
* Routed len/inst at around 12 µm
* Syn Inst Count at 104
* Slew @ Worst Pin at 0.6236 ns
* Rows at 27
* Worst EP required at 1.11 ns
* MI comb area at 473.0 µm²
* Power Density at 824.6 mW/mm²
* Number of OpenROAD warnings at 25
* Clock slew at reported path FFs at 0.04 ns
* Initial antenna violation count at 0
* Count of unclocked register or latch pins at 11
* Status: complete, no violations
* Global-route wire length before repair at 3636 µm
* CP arrival at 0.91 ns
* Top Layout Cells: dlxtn_1 (11), clkdlybuf4s50_1 (11), o21ai_0 (10)
* Static Leak at about 0.36 nW
* Endpoints left unconstrained at 16
* Die Y at 97 µm
* Global Route Usage Sum at 0.04347
* Port Buffers at 11
* Syn Area/Cell at 7.988 µm²
* Synthesized flop and latch total at 18
* Drt total wl at between 2000 and 2500 µm
* Diodes inserted at 0
* Post-Layout Cell Count at about 180
* Hold Crit Start: Clear
* Setup WS pre-CTS at -0.03267 ns
* Main logic family after synthesis: simple AND/OR/NAND/NOR gates
* Postcts setup bufs at 0
* Hold Buf Count CTS at 0
* Cts bufs inserted at 3
* Buf+Inv Stages, Crit Path at 1
* Design area at 0.001035 mm²
* Register area at 305.3 µm²
* Critical path's largest stage delay at ~0.42 ns
* Total Power at 0.0008533 W
* Worst path cell trace: clkdlybuf4s50_1, or2_2
* Max Slew Vio Count at 0
worst max-delay path by stage:
stage,from,endpoint,slack (ns),cells past startpoint
after CTS,Clear,State[0],0.20,2
after global routing,Clear,State[0],0.20,2
final,Clear,State[0],0.20,2
per-stage QoR:
stage	setup TNS (ns)	hold WS (ns)
after global routing	0	0.5852
after floorplan	0	0.2716
final	0	0.5860
after detailed placement	-0.03267	0.8115
after global placement	-0.02461	0.8028
after CTS	0	0.5879
routing by layer:
metal | global-route usage | part of all wire
met1 | 0.05975 | 0.48
met2 | 0.06800 | 0.44
met3 | 0.008596 | 0.066
met4 | 0.01015 | 0.020
met5 | 0 | 0
synthesized netlist by cell type:
cell type,count
a21boi_0,1
a21oi_1,4
a22oi_1,2
a2bb2oi_1,1
and2_1,1
and3_1,1
buf_1,1
buf_2,3
buf_4,1
buf_6,1
clkbuf_1,3
dfxtp_1,7
dlxtn_1,11
inv_1,1
nand2_1,6
nand2b_1,4
nand3_1,1
nand4b_1,1
nor2_1,9
nor2b_1,9
nor3_1,5
nor4_1,3
nor4_4,1
nor4b_1,1
nor4b_2,1
o2111ai_1,1
o211ai_1,2
o21a_1,1
o21ai_0,10
o21ai_1,1
o22ai_1,1
o31ai_1,2
o32a_1,1
or2_2,1
or4_1,1
or4_4,1
xnor2_1,1
xor2_1,2
kinds of logic after synthesis:
family	count (synthesis)
DFF	7
AOI/OAI and AO/OA	27
buffers and inverters	10
and+or+nand+nor	46
xor gates and xnor gates	3
latches	11
report_power, final:
group	leakage [nW]	internal, W	total, W	switching [W]
Clock	0.0228	0.000275	0.000388	0.000113
Combinational	0.193	0.0000606	0.000126	0.0000656
Sequential	0.145	0.000322	0.000339	0.0000169
cell type report:
cell class | instances | area share
flip-flops and latches | 18 | 0.2950
inverters | 1 | 0.003628
clock buffers | 4 | 0.04353
multi-input cells | 76 | 0.4571
well taps | 72 | 0.08706
repair buffers | 12 | 0.1137
flip-flops by register name, indices dropped and copies added, names as in the netlist:
register and cells:
State 7, GrnLED 1, Valve 1, Timer 1, NextState 7, RedLED 1
Power is estimated from default activity; no workload was simulated.
